File: config.mk
export PLATFORM = sky130hd
export DESIGN_NAME = control_unit
export DESIGN_NICKNAME = control_unit
export VERILOG_FILES = /design/flow/design.v
export SDC_FILE = /design/flow/constraint.sdc
export NUM_CORES = 4
export LEC_CHECK = 1
export CORE_AREA = 10 10 70 70
export DIE_AREA = 0 0 80 80
File: constraint.sdc
current_design control_unit

set clk_period 2.3
set clk_io_pct 0.2

create_clock -name clk0 -period $clk_period

set non_clock_inputs [all_inputs -no_clocks]
set_input_delay [expr $clk_period * $clk_io_pct] -clock clk0 $non_clock_inputs
set_output_delay [expr $clk_period * $clk_io_pct] -clock clk0 [all_outputs]
File: design.v
package package_param;
   parameter RTYPE  = 7'b0110011;
   parameter ITYPE  = 7'b0010011;
   parameter IITYPE = 7'b1100111;
   parameter ILTYPE = 7'b0000011;
   parameter IJTYPE = 7'b1101111;
   parameter STYPE  = 7'b0100011;
   parameter BTYPE  = 7'b1100011;
   parameter U1TYPE = 7'b0110111;
   parameter U2TYPE = 7'b0010111;
   parameter int WIDTH = 32;
  typedef logic [31:0] word_t;
  typedef logic [4:0]  addr_t;
  typedef struct packed {
    word_t  pc;
    word_t  inst;
    logic   o_insn_vld;
  } if_id_reg_t;
  typedef struct packed {
    word_t      pc;
    word_t      inst;
    word_t      rs1_data;
    word_t      rs2_data;
    word_t      imm_ext;
    addr_t      rs1_addr;
    addr_t      rs2_addr;
    addr_t      rd_addr;
    logic       o_insn_vld;
    logic [3:0] alu_opcode;
    logic       br_unsign;
    logic       op1_sel;
    logic       op2_sel;     
    logic       mem_wren;
    logic       mem_rden;
    logic       branch_signal;
    logic       jmp_signal;
    logic       rd_wren;
    logic [1:0] mem_to_reg;
  } id_ex_reg_t;
  typedef struct packed {
    word_t      pc;
    word_t      inst;
    word_t      alu_result;
    word_t      rs2_data;
    addr_t      rd_addr;
    logic       o_insn_vld;
    logic       mem_wren;
    logic       mem_rden;
    logic       branch_signal;
    logic       jmp_signal;
    logic       rd_wren;
    logic [1:0] mem_to_reg;
  } ex_mem_reg_t;
  typedef struct packed {
    word_t      pc4;
    word_t      alu_result;
    word_t      rs2_data;
    word_t      inst;
    word_t      read_data;
    addr_t      rd_addr;
    logic       o_insn_vld;
    logic       rd_wren;
    logic [1:0] mem_to_reg;
  } mem_wb_reg_t;
endpackage
package package_param;
   parameter RTYPE  = 7'b0110011;
   parameter ITYPE  = 7'b0010011;
   parameter IITYPE = 7'b1100111;
   parameter ILTYPE = 7'b0000011;
   parameter IJTYPE = 7'b1101111;
   parameter STYPE  = 7'b0100011;
   parameter BTYPE  = 7'b1100011;
   parameter U1TYPE = 7'b0110111;
   parameter U2TYPE = 7'b0010111;
endpackage
import package_param::*;
module control_unit (
  input  wire  [31:0] instruction,
  output reg          o_ctrl,
  output reg          br_unsign,
  output reg          op1_sel,
  output reg          op2_sel,
  output reg          branch_signal,
  output reg          jmp_signal,
  output reg          mem_to_reg,
  output reg  [3:0]   alu_opcode,
  output reg          mem_rden,
  output reg          rd_wren,
  output reg          mem_wren
);
  wire is_add, is_sub, is_and, is_or, is_xor, is_slt, is_sltu, is_sra, is_srl, is_sll;
  wire is_addi, is_xori, is_ori, is_andi, is_slli, is_srli, is_srai, is_slti, is_sltiu;
  wire is_beq, is_bne, is_blt, is_bge, is_bltu, is_bgeu;
  wire [9:0] rtype;
  wire [8:0] itype;
  wire [5:0] btype;
always_comb begin : inst_valid
    o_ctrl     = 1'b0;
    case(instruction[6:0])
      RTYPE,
      ITYPE,
      ILTYPE,
      U1TYPE,
      U2TYPE,
      STYPE: o_ctrl = 1'b0;
      BTYPE,
      IJTYPE,
      IITYPE: begin 
        o_ctrl     = 1'b1;
      end      
      default: begin
        o_ctrl = 1'b0;
      end
    endcase
  end
  assign is_add   = ~instruction[12] & ~instruction[13] & ~instruction[14] & ~instruction[30];
  assign is_sub   = ~instruction[12] & ~instruction[13] & ~instruction[14] &  instruction[30];
  assign is_sll   =  instruction[12] & ~instruction[13] & ~instruction[14];
  assign is_slt   = ~instruction[12] & instruction[13]  & ~instruction[14];
  assign is_sltu  =  instruction[12] & instruction[13]  & ~instruction[14];
  assign is_xor   = ~instruction[12] & ~instruction[13] &  instruction[14];
  assign is_sra   =  instruction[12] & ~instruction[13] &  instruction[14]  &  instruction[30];
  assign is_srl   =  instruction[12] & ~instruction[13] &  instruction[14]  & ~instruction[30];
  assign is_or    = ~instruction[12] & instruction[13]  &  instruction[14];
  assign is_and   =  instruction[12] & instruction[13]  &  instruction[14];
  assign rtype = {is_add, is_sub, is_sll, is_slt, is_sltu, is_xor, is_srl, is_sra, is_or, is_and};
  assign is_addi  = ~instruction[12] & ~instruction[13] & ~instruction[14];
  assign is_slli  =  instruction[12] & ~instruction[13] & ~instruction[14];
  assign is_slti  = ~instruction[12] & instruction[13]  & ~instruction[14];
  assign is_sltiu =  instruction[12] & instruction[13]  & ~instruction[14];
  assign is_xori  = ~instruction[12] & ~instruction[13] &  instruction[14];
  assign is_srai  =  instruction[12] & ~instruction[13] &  instruction[14]  & instruction[30];
  assign is_srli  =  instruction[12] & ~instruction[13] &  instruction[14]  & ~instruction[30];
  assign is_ori   = ~instruction[12] & instruction[13]  &  instruction[14];
  assign is_andi  =  instruction[12] & instruction[13]  &  instruction[14];
  assign itype = {is_addi, is_slli, is_slti, is_sltiu, is_xori, is_srli, is_srai, is_ori, is_andi};
  assign is_beq  = ~instruction[12] & ~instruction[13] & ~instruction[14];
  assign is_bne  =  instruction[12] & ~instruction[13] & ~instruction[14];
  assign is_blt  = ~instruction[12] & ~instruction[13] &  instruction[14];
  assign is_bge  =  instruction[12] & ~instruction[13] &  instruction[14];
  assign is_bltu = ~instruction[12] & instruction[13]  &  instruction[14];
  assign is_bgeu =  instruction[12] & instruction[13]  &  instruction[14];
  assign btype = {is_beq, is_bne, is_blt, is_bge, is_bltu, is_bgeu};
  always_comb begin : signal_sel
    br_unsign   = 1'b1;
    mem_to_reg  = 1'b0;
    case (instruction[6:0])
      RTYPE: case (rtype)
              10'b1000000000 : alu_opcode = 4'b0000;   
              10'b0100000000 : alu_opcode = 4'b0001;   
              10'b0010000000 : alu_opcode = 4'b0010;   
              10'b0001000000 : alu_opcode = 4'b0011;   
              10'b0000100000 : alu_opcode = 4'b0100;   
              10'b0000010000 : alu_opcode = 4'b0101;   
              10'b0000001000 : alu_opcode = 4'b0110;   
              10'b0000000100 : alu_opcode = 4'b0111;   
              10'b0000000010 : alu_opcode = 4'b1000;   
              10'b0000000001 : alu_opcode = 4'b1001;   
              default        : alu_opcode = 4'b0000;
            endcase
      ITYPE: case (itype)
              9'b100000000   : begin
                               alu_opcode = 4'b0000;    
                               br_unsign  = 1'b0;
              end
              9'b010000000   : alu_opcode = 4'b0010;   
              9'b001000000   : alu_opcode = 4'b0011;   
              9'b000100000   : alu_opcode = 4'b0100;   
              9'b000010000   : alu_opcode = 4'b0101;   
              9'b000001000   : alu_opcode = 4'b0110;   
              9'b000000100   : begin
                               alu_opcode = 4'b0111;                  
                               br_unsign  = 1'b0;
              end
              9'b000000010   : alu_opcode = 4'b1000;    
              9'b000000001   : alu_opcode = 4'b1001;    
              default        : alu_opcode = 4'b0000;
            endcase
      ILTYPE,
      STYPE:                   alu_opcode = 4'b0000;     
      BTYPE: case (btype)
              6'b100000  : begin                        
                               alu_opcode = 4'b0000;
                               br_unsign = 1'b0;
                end
              6'b010000 : begin                         
                               alu_opcode = 4'b0000;
                               br_unsign = 1'b0;
                end
              6'b001000 : begin                         
                               alu_opcode = 4'b0000;
                               br_unsign = 1'b0;
                end
              6'b000100: begin                          
                               alu_opcode = 4'b0000;
                               br_unsign = 1'b0;
                end
              6'b000010: begin
                               alu_opcode = 4'b0000;          
                               br_unsign  = 1'b1;
                end
              6'b000001: begin
                               alu_opcode = 4'b0000;
                               br_unsign  = 1'b1;
                end
              default  :       alu_opcode = 4'b0000;
            endcase
      IJTYPE:                  alu_opcode = 4'b0000;
      IITYPE:                  alu_opcode = 4'b0000;
      U1TYPE:                  alu_opcode = 4'b0000;          
      U2TYPE:                  alu_opcode = 4'b0000;          
      default:                 alu_opcode = 4'b0000;
    endcase
  case (instruction[6:0])
    RTYPE: begin                      
      mem_to_reg    = 1'b0;   
      op1_sel       = 1'b0;   
      op2_sel       = 1'b0;   
      mem_wren      = 1'b0;
      mem_rden      = 1'b0;
      rd_wren       = 1'b1;
      branch_signal = 1'b0;
      jmp_signal    = 1'b0;
    end
    ITYPE: begin
      mem_to_reg    = 1'b0;   
      op1_sel       = 1'b0;   
      op2_sel       = 1'b1;   
      mem_wren      = 1'b0;
      mem_rden      = 1'b0;
      rd_wren       = 1'b1;
      branch_signal = 1'b0;
      jmp_signal    = 1'b0;
    end
    ILTYPE: begin
      mem_to_reg    = 1'b1;   
      op1_sel       = 1'b0;   
      op2_sel       = 1'b1;   
      mem_wren      = 1'b0;
      mem_rden      = 1'b1;
      rd_wren       = 1'b1;
      branch_signal = 1'b0;
      jmp_signal    = 1'b0;
    end
    BTYPE: begin
      mem_to_reg    = 1'b0;   
      op1_sel       = 1'b1;   
      op2_sel       = 1'b1;   
      mem_wren      = 1'b0;
      mem_rden      = 1'b0;
      rd_wren       = 1'b0;
      branch_signal = 1'b1;
      jmp_signal    = 1'b0;
    end
    STYPE: begin
      mem_to_reg    = 1'b0;   
      op1_sel       = 1'b0;   
      op2_sel       = 1'b1;   
      mem_wren      = 1'b1;
      mem_rden      = 1'b0;
      rd_wren       = 1'b0;
      branch_signal = 1'b0;
      jmp_signal    = 1'b0;
    end
    IJTYPE: begin
      mem_to_reg    = 1'b0;   
      op1_sel       = 1'b1;   
      op2_sel       = 1'b1;   
      mem_wren      = 1'b0;
      mem_rden      = 1'b0;
      rd_wren       = 1'b1;
      branch_signal = 1'b0;
      jmp_signal    = 1'b1;
    end
    IITYPE: begin
      mem_to_reg    = 1'b0;   
      op1_sel       = 1'b0;   
      op2_sel       = 1'b1;   
      mem_wren      = 1'b0;
      mem_rden      = 1'b0;
      rd_wren       = 1'b1;
      branch_signal = 1'b0;
      jmp_signal    = 1'b1;
    end
    U1TYPE: begin
      mem_to_reg    = 1'b0;   
      op1_sel       = 1'b0;   
      op2_sel       = 1'b1;   
      mem_wren      = 1'b0;
      mem_rden      = 1'b0;
      rd_wren       = 1'b1;
      branch_signal = 1'b0;
      jmp_signal    = 1'b0;
    end
    U2TYPE: begin
      mem_to_reg    = 1'b0;   
      op1_sel       = 1'b1;   
      op2_sel       = 1'b1;   
      mem_wren      = 1'b0;
      mem_rden      = 1'b0;
      rd_wren       = 1'b1;
      branch_signal = 1'b0;
      jmp_signal    = 1'b0;
    end
    default: begin
      mem_to_reg    = 1'b0;
      op1_sel       = 1'b0;
      op2_sel       = 1'b0;
      mem_wren      = 1'b0;
      mem_rden      = 1'b0;
      rd_wren       = 1'b0;
      branch_signal = 1'b0;
      jmp_signal    = 1'b0;
    end
  endcase
end
endmodule
File: run.sh
#!/bin/bash
# OpenROAD 26Q1-2900-gdf79404cd8, Yosys 0.63+post, stock flow scripts
make -C /OpenROAD-flow-scripts/flow DESIGN_CONFIG=/design/flow/config.mk WORK_HOME=/design/flow/orfs finish
==> results_dict.tcl <==
# place-and-route summary
set metrics [dict create \
    status "finished, final reports clean" \
    largest_area_cell "nor2_1" \
    gr-usage-all-layers 0.0388 \
    ys_seq_share 0 \
    drive_gt1_frac 0.288 \
    ir_drop_uv 18.3 \
    mostFrequentLayoutCell "clkdlybuf4s50_1" \
    routed_wl_mm 1.29 \
    hold_class "primary input to output pin" \
    via_count 475 \
    synth-warning-count 1 \
    n_clock_buffer 0 \
    place_hpwl_mm 1.10 \
    relSlewSlack 0.820 \
    worst_pin_slew_ps 268 \
    avgSynthCellArea_um2 6.23 \
    rows 21 \
    routedWlPerCell_um 10.2 \
    grt_pass1_wl_mm 2.13 \
    min_period_ps 2220 \
    core_um2 3420 \
    end_kind "output pin" \
    n_antenna_cell 0 \
    grt_max_degree 9 \
    drtAntennaViolNets 0 \
    area_growth_pct 134 \
    arrival_ps 1760 \
    dieArea_um2 6400 \
    ctsHoldBuffers 0 \
    dp_cells 126 \
    ys_cells 47 \
    path_class "primary input to output pin" \
    initial_core_util 0.0857 \
    netlist_area_um2 293 \
    area_leaders "nor2_1, nand2_1, nor3b_1" \
    yosysUniqueCellTypes 25 \
    first_iter_violations 67 \
    worst_setup_path_start_kind "primary input" \
    regArea_um2 0 \
    seq_cells 0 \
    via_per_inst 3.77 \
    grt_pass1_vias 433 \
    logic_area_um2 319 \
    die_h_um 80 \
    ios 46 \
    drv_slew 0 \
    firstDrtPassIters 2 \
    final_util 0.200 \
    layout_top_cells "clkdlybuf4s50_1, nor2_1, buf_4" \
    place_congestion 0.755 \
    fmax_mhz 451 \
    power_uw 69.7 \
    synth_chip_area_um2 293 \
    crit_required_ps 1840 \
    finalSetupViolCount 0 \
    drcViolationCount 0 \
    drv_cap 0 \
    yosysTopAreaCellShare 0.115 \
    whs_ps 1440 \
    finalCritPeriodShare 0.965 \
    p_leak_uw 0.000268 \
    log.warning_count 54 \
    fill_cells 382 \
    stdcell_count 126 \
    grt-ovfl-total 0 \
    antenna_found_initial 0 \
    rsz0062_at_grt "false" \
    powerDensity_nw_per_um2 102 \
    finalHoldViolations 0 \
    path_max_fanout 4 \
    dieWidth_um 80 \
    synth_cells 47 \
    io_buffers 25 \
]
-- metal layers --
layer / global-route usage / vias up / wire length (um)
met5: 0 / - / 0
met4: 0 / 0 / 0
met3: 0.00682 / 0 / 100
met2: 0.0674 / 11 / 616
met1: 0.0514 / 221 / 570
li1: - / 243 / -
-- metrics by stage --
| step | area [um2] | setup TNS, ps | worst slack, ps |
|---|---|---|---|
| finish | 684 | 0 | 80.8 |
| CTS | 687 | -40.1 | -25.6 |
| global route | 684 | 0 | 2.80 |
| floorplan | 293 | 0 | 797 |
| detailed placement | 661 | -3080 | -322 |
| global placement | 661 | -2920 | -310 |
-- cells in the mapped netlist, types with 2 or more instances --
cell type	count
a21oi_1	4
nor3b_1	3
nor2_1	9
nand3b_1	2
nand2_1	7
o21ai_0	3
-- repair_timing --
item / 4_1_cts / 5_1_grt
setup endpoints to repair: 14 / 9
buffers inserted: 1 / 0
cloned: 0 / 0
resized: 17 / 9
pin swaps: 1 / 4
-- cell families after synthesis --
family	synth area share
AND/OR/NAND/NOR	0.697
AND-OR/OR-AND	0.265
buffers and inverters	0.0385
-- power by group --
group,internal [uW],leakage [uW],switching [uW],total [uW]
Sequential,0,0,0,0
Combinational,35.4,0.000268,34.4,69.7
Clock,0,0,0,0
-- layout make-up --
type,count,area share
inverters,1,0.00548
multi-input cells,45,0.466
well taps,46,0.0841
repair buffers,34,0.444
-- critical path: stages --
cell and delay [ps]:
dlygate4sd2_1 260, nor2_4 180, nand4_4 140, buf_4 160
nor2_1 90, clkdlybuf4s50_1 470
-- path summary, 6_finish.rpt --
kind / from / endpoint / slack (ps) / depth (start not counted)
min: instruction[6] / alu_opcode[0] / 1440 / 5
max: instruction[2] / alu_opcode[3] / 80 / 6
Power figures rest on the tool's default switching activity, not on a simulated workload.
