### /design/flow/constraint.sdc
current_design pc_reg

set clk_period 27.0
set clk_io_pct 0.2

create_clock -name clk0 -period $clk_period

set non_clock_inputs [all_inputs -no_clocks]
set_input_delay [expr $clk_period * $clk_io_pct] -clock clk0 $non_clock_inputs
set_output_delay [expr $clk_period * $clk_io_pct] -clock clk0 [all_outputs]
### /design/flow/design.v
package package_param;
   parameter RTYPE  = 7'b0110011;
   parameter ITYPE  = 7'b0010011;
   parameter IITYPE = 7'b1100111;
   parameter ILTYPE = 7'b0000011;
   parameter IJTYPE = 7'b1101111;
   parameter STYPE  = 7'b0100011;
   parameter BTYPE  = 7'b1100011;
   parameter U1TYPE = 7'b0110111;
   parameter U2TYPE = 7'b0010111;
   parameter int WIDTH = 32;
  typedef logic [31:0] word_t;
  typedef logic [4:0]  addr_t;
  typedef struct packed {
    word_t  pc;
    word_t  inst;
    logic   o_insn_vld;
  } if_id_reg_t;
  typedef struct packed {
    word_t      pc;
    word_t      inst;
    word_t      rs1_data;
    word_t      rs2_data;
    word_t      imm_ext;
    addr_t      rs1_addr;
    addr_t      rs2_addr;
    addr_t      rd_addr;
    logic       o_insn_vld;
    logic [3:0] alu_opcode;
    logic       br_unsign;
    logic       op1_sel;
    logic       op2_sel;     
    logic       mem_wren;
    logic       mem_rden;
    logic       branch_signal;
    logic       jmp_signal;
    logic       rd_wren;
    logic [1:0] mem_to_reg;
  } id_ex_reg_t;
  typedef struct packed {
    word_t      pc;
    word_t      inst;
    word_t      alu_result;
    word_t      rs2_data;
    addr_t      rd_addr;
    logic       o_insn_vld;
    logic       mem_wren;
    logic       mem_rden;
    logic       branch_signal;
    logic       jmp_signal;
    logic       rd_wren;
    logic [1:0] mem_to_reg;
  } ex_mem_reg_t;
  typedef struct packed {
    word_t      pc4;
    word_t      alu_result;
    word_t      rs2_data;
    word_t      inst;
    word_t      read_data;
    addr_t      rd_addr;
    logic       o_insn_vld;
    logic       rd_wren;
    logic [1:0] mem_to_reg;
  } mem_wb_reg_t;
endpackage
package package_param;
   parameter RTYPE  = 7'b0110011;
   parameter ITYPE  = 7'b0010011;
   parameter IITYPE = 7'b1100111;
   parameter ILTYPE = 7'b0000011;
   parameter IJTYPE = 7'b1101111;
   parameter STYPE  = 7'b0100011;
   parameter BTYPE  = 7'b1100011;
   parameter U1TYPE = 7'b0110111;
   parameter U2TYPE = 7'b0010111;
endpackage
module full_adder_32bit (
    input       [31:0] A_i,
    input       [31:0] Y_i,
    input              C_i,
    output wire [31:0] Sum_o,
    output wire        c_o
);
  wire [30:0] c;
  wire w1, w2, w3;
  assign Sum_o[0]  =  A_i[0]  ^ Y_i[0]   ^ C_i;
  assign c[0]      = (A_i[0]  & Y_i[0])  | ((A_i[0] ^ Y_i[0]) & C_i);
  assign Sum_o[1]  =  A_i[1]  ^ Y_i[1]   ^ c[0];
  assign c[1]      = (A_i[1]  & Y_i[1])  | ((A_i[1] ^ Y_i[1]) & c[0]);
  assign Sum_o[2]  =  A_i[2]  ^ Y_i[2]   ^ c[1];
  assign c[2]      = (A_i[2]  & Y_i[2])  | ((A_i[2] ^ Y_i[2]) & c[1]);
  assign Sum_o[3]  =  A_i[3]  ^ Y_i[3]   ^ c[2];
  assign c[3]      = (A_i[3]  & Y_i[3])  | ((A_i[3] ^ Y_i[3]) & c[2]);
  assign Sum_o[4]  =  A_i[4]  ^ Y_i[4]   ^ c[3];
  assign c[4]      = (A_i[4]  & Y_i[4])  | ((A_i[4] ^ Y_i[4]) & c[3]);
  assign Sum_o[5]  =  A_i[5]  ^ Y_i[5]   ^ c[4];
  assign c[5]      = (A_i[5]  & Y_i[5])  | ((A_i[5] ^ Y_i[5]) & c[4]);
  assign Sum_o[6]  =  A_i[6]  ^ Y_i[6]   ^ c[5];
  assign c[6]      = (A_i[6]  & Y_i[6])  | ((A_i[6] ^ Y_i[6]) & c[5]);
  assign Sum_o[7]  =  A_i[7]  ^ Y_i[7]   ^ c[6];
  assign c[7]      = (A_i[7]  & Y_i[7])  | ((A_i[7] ^ Y_i[7]) & c[6]);
  assign Sum_o[8]  =  A_i[8]  ^ Y_i[8]   ^ c[7];
  assign c[8]      = (A_i[8]  & Y_i[8])  | ((A_i[8] ^ Y_i[8]) & c[7]);
  assign Sum_o[9]  =  A_i[9]  ^ Y_i[9]   ^ c[8];
  assign c[9]      = (A_i[9]  & Y_i[9])  | ((A_i[9] ^ Y_i[9]) & c[8]);
  assign Sum_o[10] =  A_i[10] ^ Y_i[10]  ^ c[9];
  assign c[10]     = (A_i[10] & Y_i[10]) | ((A_i[10] ^ Y_i[10]) & c[9]);
  assign Sum_o[11] =  A_i[11] ^ Y_i[11]  ^ c[10];
  assign c[11]     = (A_i[11] & Y_i[11]) | ((A_i[11] ^ Y_i[11]) & c[10]);
  assign Sum_o[12] =  A_i[12] ^ Y_i[12]  ^ c[11];
  assign c[12]     = (A_i[12] & Y_i[12]) | ((A_i[12] ^ Y_i[12]) & c[11]);
  assign Sum_o[13] =  A_i[13] ^ Y_i[13]  ^ c[12];
  assign c[13]     = (A_i[13] & Y_i[13]) | ((A_i[13] ^ Y_i[13]) & c[12]);
  assign Sum_o[14] =  A_i[14] ^ Y_i[14]  ^ c[13];
  assign c[14]     = (A_i[14] & Y_i[14]) | ((A_i[14] ^ Y_i[14]) & c[13]);
  assign Sum_o[15] =  A_i[15] ^ Y_i[15]  ^ c[14];
  assign c[15]     = (A_i[15] & Y_i[15]) | ((A_i[15] ^ Y_i[15]) & c[14]);
  assign Sum_o[16] =  A_i[16] ^ Y_i[16]  ^ c[15];
  assign c[16]     = (A_i[16] & Y_i[16]) | ((A_i[16] ^ Y_i[16]) & c[15]);
  assign Sum_o[17] =  A_i[17] ^ Y_i[17]  ^ c[16];
  assign c[17]     = (A_i[17] & Y_i[17]) | ((A_i[17] ^ Y_i[17]) & c[16]);
  assign Sum_o[18] =  A_i[18] ^ Y_i[18]  ^ c[17];
  assign c[18]     = (A_i[18] & Y_i[18]) | ((A_i[18] ^ Y_i[18]) & c[17]);
  assign Sum_o[19] =  A_i[19] ^ Y_i[19]  ^ c[18];
  assign c[19]     = (A_i[19] & Y_i[19]) | ((A_i[19] ^ Y_i[19]) & c[18]);
  assign Sum_o[20] =  A_i[20] ^ Y_i[20]  ^ c[19];
  assign c[20]     = (A_i[20] & Y_i[20]) | ((A_i[20] ^ Y_i[20]) & c[19]);
  assign Sum_o[21] =  A_i[21] ^ Y_i[21]  ^ c[20];
  assign c[21]     = (A_i[21] & Y_i[21]) | ((A_i[21] ^ Y_i[21]) & c[20]);
  assign Sum_o[22] =  A_i[22] ^ Y_i[22]  ^ c[21];
  assign c[22]     = (A_i[22] & Y_i[22]) | ((A_i[22] ^ Y_i[22]) & c[21]);
  assign Sum_o[23] =  A_i[23] ^ Y_i[23]  ^ c[22];
  assign c[23]     = (A_i[23] & Y_i[23]) | ((A_i[23] ^ Y_i[23]) & c[22]);
  assign Sum_o[24] =  A_i[24] ^ Y_i[24]  ^ c[23];
  assign c[24]     = (A_i[24] & Y_i[24]) | ((A_i[24] ^ Y_i[24]) & c[23]);
  assign Sum_o[25] =  A_i[25] ^ Y_i[25]  ^ c[24];
  assign c[25]     = (A_i[25] & Y_i[25]) | ((A_i[25] ^ Y_i[25]) & c[24]);
  assign Sum_o[26] =  A_i[26] ^ Y_i[26]  ^ c[25];
  assign c[26]     = (A_i[26] & Y_i[26]) | ((A_i[26] ^ Y_i[26]) & c[25]);
  assign Sum_o[27] =  A_i[27] ^ Y_i[27]  ^ c[26];
  assign c[27]     = (A_i[28] & Y_i[27]) | ((A_i[27] ^ Y_i[27]) & c[26]);
  assign Sum_o[28] =  A_i[28] ^ Y_i[28]  ^ c[27];
  assign c[28]     = (A_i[28] & Y_i[28]) | ((A_i[28] ^ Y_i[28]) & c[27]);
  assign Sum_o[29] =  A_i[29] ^ Y_i[29]  ^ c[28];
  assign c[29]     = (A_i[29] & Y_i[29]) | ((A_i[29] ^ Y_i[29]) & c[28]);
  assign Sum_o[30] =  A_i[30] ^ Y_i[30]  ^ c[29];
  assign c[30]     = (A_i[30] & Y_i[30]) | ((A_i[30] ^ Y_i[30]) & c[29]);
  assign Sum_o[31] =  A_i[31] ^ Y_i[31]  ^ c[30];
  assign c_o       = (A_i[31] & Y_i[31]) | ((A_i[31] ^ Y_i[31]) & c[30]);
endmodule
module pc_reg (
  input  wire  [31:0]  pc_reg,
  input  wire  [31:0]  op,
  output reg   [31:0]  pc_o
);
  full_adder_32bit PCplus4 (
    .A_i(pc_reg),
    .Y_i(op),
    .C_i(1'b0),
    .Sum_o(pc_o),
    .c_o()
  );
endmodule
### /design/flow/run.sh
#!/bin/bash
# OpenROAD 26Q1-2900-gdf79404cd8, Yosys 0.63+post, stock flow scripts
make -C /OpenROAD-flow-scripts/flow DESIGN_CONFIG=/design/flow/config.mk WORK_HOME=/design/flow/orfs finish
### /design/flow/config.mk
export PLATFORM = sky130hd
export DESIGN_NAME = pc_reg
export DESIGN_NICKNAME = pc_reg
export VERILOG_FILES = /design/flow/design.v
export SDC_FILE = /design/flow/constraint.sdc
export NUM_CORES = 4
export LEC_CHECK = 1
export CORE_AREA = 10 10 82 82
export DIE_AREA = 0 0 92 92
==> impl_metrics.csv <==
group,metric,value,unit
power_and_ir_drop,total_power,40.26,µW
floorplan,rows,26,
placement,port_buffers,96,
layout,clkbuf_count,0,
final_timing,finalCritPeriodShare,95.21,%
final_timing,finalSetupTns,0,ns
detailed_routing,ant_nets,0,
run,maxCapViolCount,0,
final_timing,worst_pin_slew,0.1281,ns
floorplan,die.size.x,92,µm
final_timing,rsz0062_at_grt,"false",
logic_synthesis,yosys.area.top_type_share,89.92,%
power_and_ir_drop,p_per_area,23.77,nW/µm²
setup_path,crit_arrival,20.31,ns
clock_tree,cts_setup_buffers,0,
detailed_routing,firstDrtPassIters,2,
logic_synthesis,yosys_area,645.6,µm²
detailed_routing,routedWlPerCell,16.77,µm
hold_path,worstHoldEndpoint,"pc_o[31]",
power_and_ir_drop,vdd_drop_max,0.009802,mV
detailed_routing,routed_wl,3353,µm
layout,syn_to_final_growth,162.4,%
logic_synthesis,top_cell,"fa_1",
logic_synthesis,syn_avg_cell_area,18.99,µm²
layout,regArea,0,µm²
setup_path,slowest_delay,0.48,ns
final_timing,fmax,38.90,MHz
final_timing,relSlewSlack,91.43,%
logic_synthesis,syn_area,645.6,µm²
setup_path,start_kind,"primary input",
logic_synthesis,synth_warnings,0,
final_timing,finalCriticalPeriod,25.71,ns
logic_synthesis,ys_seq_share,0,%
floorplan,die_h,92,µm
detailed_routing,maxUsedRoutingLayer,"met3",
hold_path,hp-start,"pc_reg[31]",
logic_synthesis,synth_stat.cells,34,
hold_path,hp-class,"in2out",
setup_path,worstSetupPathType,"in2out",
logic_synthesis,syn_inst,34,
placement,place_ws,1.192,ns
clock_tree,post_cts_resized,0,
floorplan,die_area,8464,µm²
setup_path,cp-end-kind,"output port",
global_routing,grt_pass1_wl,5099,µm
run,stage_log_warnings,32,
global_routing,grt_pass1_vias,923,
layout,fillers,520,
detailed_routing,m1WireLength,1196,µm
global_routing,grt_max_degree,3,
layout,flop-count,0,
setup_path,crit_slowest_cell,"fa_1",
setup_path,required,21.60,ns
placement,place_hpwl,3346,µm
floorplan,num_io_pins,96,
detailed_routing,drtIter0Drc,1,
layout,drive_gt1_share,0,%
logic_synthesis,top_cells_by_count,"fa_1, ha_1, a21o_1, xor2_1, xor3_1",
hold_path,min_path_cells,3,
final_timing,fin_ws,1.294,ns
global_routing,grt-ovfl-total,0,
status,outcome,"finished clean",
placement,routabilityCongestion,0.7695,
detailed_routing,drc_errors,0,
detailed_routing,vias,712,
logic_synthesis,topCellsByArea,"fa_1, ha_1, xor3_1, xor2_1, a21o_1",
detailed_routing,antenna_cells,0,
logic_synthesis,ys_types,5,
global_routing,antenna_found_initial,0,
layout,fin_util,33.38,%
floorplan,initial_core_util,12.72,%
detailed_routing,wl_met2,1251,µm
floorplan,core_area,5075,µm²
setup_path,crit_top_cell,"fa_1",
final_timing,finalSetupViolations,0,
final_timing,slew_viol_final,0,
power_and_ir_drop,leakagePower,0.0006315,µW
setup_path,crit_start,"op[0]",
detailed_routing,route.met3.wl,905,µm
final_timing,final_hold_viol_count,0,
setup_path,path_max_fanout,1,
logic_synthesis,largest_area_cell,"fa_1",
global_routing,grtUsageTotal,7.779,%
detailed_routing,vias_per_cell,3.560,
clock_tree,cts_hold_buf,0,
==> per-layer routing <==
| metal | vias up | GRT usage, % |
|---|---|---|
| met4 | 0 | 0 |
| li1 | 298 | - |
| met3 | 0 | 8.155 |
| met5 | - | 0 |
| met2 | 93 | 11.59 |
| met1 | 321 | 8.004 |
==> cell type report <==
class,instances,area (µm²),area share (%)
Timing Repair Buffer,96,960.9,56.72
Multi-Input combinational cell,34,645.6,38.11
Tap cell,70,87.58,5.170
==> power by group <==
group	internal (µW)	switching [µW]
Sequential	0	0
Combinational	29.7	10.6
Clock	0	0
Total	29.7	10.6
==> how the worst max path moves through the flow <==
stage / end / slack, ns / cells past startpoint
5_1_grt: pc_o[31] / 0.73 / 35
6_report: pc_o[31] / 1.29 / 35
4_1_cts: pc_o[31] / 1.15 / 35
==> worst max-delay path: cells and delay by family <==
kind	cells	cell delay, ns
AOI/OAI and AO/OA	1	0.17
adders and majority gates	31	13.50
xor gates and xnor gates	1	0.37
buffers and inverters	2	0.89
==> cells in the final DEF, fill, tap and decap left out <==
master / n
ha_1: 2
xor2_1: 1
a21o_1: 1
fa_1: 29
xor3_1: 1
clkdlybuf4s50_1: 96
==> cells by family after synthesis <==
logic type	share of synthesized area, %
fa+ha+maj	93.80
compound gates	1.163
xor+xnor	5.039
==> stage by stage <==
step	area [µm²]	std cells	hold WS [ns]
after global placement	1694	200	11.81
after global routing	1694	200	11.85
after floorplan	645.6	34	10.87
after detailed placement	1694	200	11.79
final	1694	200	11.80
after CTS	1694	200	11.81
No activity file was given, so power comes from the tool's default toggle rates.
