## /design/flow/config.mk

```make
export PLATFORM = sky130hd
export DESIGN_NAME = pc_minus
export DESIGN_NICKNAME = pc_minus
export VERILOG_FILES = /design/flow/design.v
export SDC_FILE = /design/flow/constraint.sdc
export NUM_CORES = 4
export LEC_CHECK = 1
export CORE_AREA = 10 10 109 109
export DIE_AREA = 0 0 119 119
```

## /design/flow/constraint.sdc

```tcl
current_design pc_minus

set clk_period 30.0
set clk_io_pct 0.2

create_clock -name clk0 -period $clk_period

set non_clock_inputs [all_inputs -no_clocks]
set_input_delay [expr $clk_period * $clk_io_pct] -clock clk0 $non_clock_inputs
set_output_delay [expr $clk_period * $clk_io_pct] -clock clk0 [all_outputs]
```

## /design/flow/design.v

```verilog
package package_param;
   parameter RTYPE  = 7'b0110011;
   parameter ITYPE  = 7'b0010011;
   parameter IITYPE = 7'b1100111;
   parameter ILTYPE = 7'b0000011;
   parameter IJTYPE = 7'b1101111;
   parameter STYPE  = 7'b0100011;
   parameter BTYPE  = 7'b1100011;
   parameter U1TYPE = 7'b0110111;
   parameter U2TYPE = 7'b0010111;
   parameter int WIDTH = 32;
  typedef logic [31:0] word_t;
  typedef logic [4:0]  addr_t;
  typedef struct packed {
    word_t  pc;
    word_t  inst;
    logic   o_insn_vld;
  } if_id_reg_t;
  typedef struct packed {
    word_t      pc;
    word_t      inst;
    word_t      rs1_data;
    word_t      rs2_data;
    word_t      imm_ext;
    addr_t      rs1_addr;
    addr_t      rs2_addr;
    addr_t      rd_addr;
    logic       o_insn_vld;
    logic [3:0] alu_opcode;
    logic       br_unsign;
    logic       op1_sel;
    logic       op2_sel;     
    logic       mem_wren;
    logic       mem_rden;
    logic       branch_signal;
    logic       jmp_signal;
    logic       rd_wren;
    logic [1:0] mem_to_reg;
  } id_ex_reg_t;
  typedef struct packed {
    word_t      pc;
    word_t      inst;
    word_t      alu_result;
    word_t      rs2_data;
    addr_t      rd_addr;
    logic       o_insn_vld;
    logic       mem_wren;
    logic       mem_rden;
    logic       branch_signal;
    logic       jmp_signal;
    logic       rd_wren;
    logic [1:0] mem_to_reg;
  } ex_mem_reg_t;
  typedef struct packed {
    word_t      pc4;
    word_t      alu_result;
    word_t      rs2_data;
    word_t      inst;
    word_t      read_data;
    addr_t      rd_addr;
    logic       o_insn_vld;
    logic       rd_wren;
    logic [1:0] mem_to_reg;
  } mem_wb_reg_t;
endpackage
package package_param;
   parameter RTYPE  = 7'b0110011;
   parameter ITYPE  = 7'b0010011;
   parameter IITYPE = 7'b1100111;
   parameter ILTYPE = 7'b0000011;
   parameter IJTYPE = 7'b1101111;
   parameter STYPE  = 7'b0100011;
   parameter BTYPE  = 7'b1100011;
   parameter U1TYPE = 7'b0110111;
   parameter U2TYPE = 7'b0010111;
endpackage
module add_subtract (
    input  wire [31:0] a_i,
    input  wire [31:0] b_i,
    input              cin_i,      
    output wire [31:0] result_o,
    output             cout_o
);
  wire [30:0] c;
  wire [31:0] b_mod_i;
  wire raw_cout;
  assign b_mod_i      = b_i ^ {32{cin_i}};  
  assign result_o[0]  =  a_i[0]  ^ b_mod_i[0]   ^ cin_i;
  assign c[0]         = (a_i[0]  & b_mod_i[0])  | ((a_i[0] ^ b_mod_i[0]) & cin_i);
  assign result_o[1]  =  a_i[1]  ^ b_mod_i[1]   ^ c[0];
  assign c[1]         = (a_i[1]  & b_mod_i[1])  | ((a_i[1] ^ b_mod_i[1]) & c[0]);
  assign result_o[2]  =  a_i[2]  ^ b_mod_i[2]   ^ c[1];
  assign c[2]         = (a_i[2]  & b_mod_i[2])  | ((a_i[2] ^ b_mod_i[2]) & c[1]);
  assign result_o[3]  =  a_i[3]  ^ b_mod_i[3]   ^ c[2];
  assign c[3]         = (a_i[3]  & b_mod_i[3])  | ((a_i[3] ^ b_mod_i[3]) & c[2]);
  assign result_o[4]  =  a_i[4]  ^ b_mod_i[4]   ^ c[3];
  assign c[4]         = (a_i[4]  & b_mod_i[4])  | ((a_i[4] ^ b_mod_i[4]) & c[3]);
  assign result_o[5]  =  a_i[5]  ^ b_mod_i[5]   ^ c[4];
  assign c[5]         = (a_i[5]  & b_mod_i[5])  | ((a_i[5] ^ b_mod_i[5]) & c[4]);
  assign result_o[6]  =  a_i[6]  ^ b_mod_i[6]   ^ c[5];
  assign c[6]         = (a_i[6]  & b_mod_i[6])  | ((a_i[6] ^ b_mod_i[6]) & c[5]);
  assign result_o[7]  =  a_i[7]  ^ b_mod_i[7]   ^ c[6];
  assign c[7]         = (a_i[7]  & b_mod_i[7])  | ((a_i[7] ^ b_mod_i[7]) & c[6]);
  assign result_o[8]  =  a_i[8]  ^ b_mod_i[8]   ^ c[7];
  assign c[8]         = (a_i[8]  & b_mod_i[8])  | ((a_i[8] ^ b_mod_i[8]) & c[7]);
  assign result_o[9]  =  a_i[9]  ^ b_mod_i[9]   ^ c[8];
  assign c[9]         = (a_i[9]  & b_mod_i[9])  | ((a_i[9] ^ b_mod_i[9]) & c[8]);
  assign result_o[10] =  a_i[10] ^ b_mod_i[10]  ^ c[9];
  assign c[10]        = (a_i[10] & b_mod_i[10]) | ((a_i[10] ^ b_mod_i[10]) & c[9]);
  assign result_o[11] =  a_i[11] ^ b_mod_i[11]  ^ c[10];
  assign c[11]        = (a_i[11] & b_mod_i[11]) | ((a_i[11] ^ b_mod_i[11]) & c[10]);
  assign result_o[12] =  a_i[12] ^ b_mod_i[12]  ^ c[11];
  assign c[12]        = (a_i[12] & b_mod_i[12]) | ((a_i[12] ^ b_mod_i[12]) & c[11]);
  assign result_o[13] =  a_i[13] ^ b_mod_i[13]  ^ c[12];
  assign c[13]        = (a_i[13] & b_mod_i[13]) | ((a_i[13] ^ b_mod_i[13]) & c[12]);
  assign result_o[14] =  a_i[14] ^ b_mod_i[14]  ^ c[13];
  assign c[14]        = (a_i[14] & b_mod_i[14]) | ((a_i[14] ^ b_mod_i[14]) & c[13]);
  assign result_o[15] =  a_i[15] ^ b_mod_i[15]  ^ c[14];
  assign c[15]        = (a_i[15] & b_mod_i[15]) | ((a_i[15] ^ b_mod_i[15]) & c[14]);
  assign result_o[16] =  a_i[16] ^ b_mod_i[16]  ^ c[15];
  assign c[16]        = (a_i[16] & b_mod_i[16]) | ((a_i[16] ^ b_mod_i[16]) & c[15]);
  assign result_o[17] =  a_i[17] ^ b_mod_i[17]  ^ c[16];
  assign c[17]        = (a_i[17] & b_mod_i[17]) | ((a_i[17] ^ b_mod_i[17]) & c[16]);
  assign result_o[18] =  a_i[18] ^ b_mod_i[18]  ^ c[17];
  assign c[18]        = (a_i[18] & b_mod_i[18]) | ((a_i[18] ^ b_mod_i[18]) & c[17]);
  assign result_o[19] =  a_i[19] ^ b_mod_i[19]  ^ c[18];
  assign c[19]        = (a_i[19] & b_mod_i[19]) | ((a_i[19] ^ b_mod_i[19]) & c[18]);
  assign result_o[20] =  a_i[20] ^ b_mod_i[20]  ^ c[19];
  assign c[20]        = (a_i[20] & b_mod_i[20]) | ((a_i[20] ^ b_mod_i[20]) & c[19]);
  assign result_o[21] =  a_i[21] ^ b_mod_i[21]  ^ c[20];
  assign c[21]        = (a_i[21] & b_mod_i[21]) | ((a_i[21] ^ b_mod_i[21]) & c[20]);
  assign result_o[22] =  a_i[22] ^ b_mod_i[22]  ^ c[21];
  assign c[22]        = (a_i[22] & b_mod_i[22]) | ((a_i[22] ^ b_mod_i[22]) & c[21]);
  assign result_o[23] =  a_i[23] ^ b_mod_i[23]  ^ c[22];
  assign c[23]        = (a_i[23] & b_mod_i[23]) | ((a_i[23] ^ b_mod_i[23]) & c[22]);
  assign result_o[24] =  a_i[24] ^ b_mod_i[24]  ^ c[23];
  assign c[24]        = (a_i[24] & b_mod_i[24]) | ((a_i[24] ^ b_mod_i[24]) & c[23]);
  assign result_o[25] =  a_i[25] ^ b_mod_i[25]  ^ c[24];
  assign c[25]        = (a_i[25] & b_mod_i[25]) | ((a_i[25] ^ b_mod_i[25]) & c[24]);
  assign result_o[26] =  a_i[26] ^ b_mod_i[26]  ^ c[25];
  assign c[26]        = (a_i[26] & b_mod_i[26]) | ((a_i[26] ^ b_mod_i[26]) & c[25]);
  assign result_o[27] =  a_i[27] ^ b_mod_i[27]  ^ c[26];
  assign c[27]        = (a_i[27] & b_mod_i[27]) | ((a_i[27] ^ b_mod_i[27]) & c[26]);
  assign result_o[28] =  a_i[28] ^ b_mod_i[28]  ^ c[27];
  assign c[28]        = (a_i[28] & b_mod_i[28]) | ((a_i[28] ^ b_mod_i[28]) & c[27]);
  assign result_o[29] =  a_i[29] ^ b_mod_i[29]  ^ c[28];
  assign c[29]        = (a_i[29] & b_mod_i[29]) | ((a_i[29] ^ b_mod_i[29]) & c[28]);
  assign result_o[30] =  a_i[30] ^ b_mod_i[30]  ^ c[29];
  assign c[30]        = (a_i[30] & b_mod_i[30]) | ((a_i[30] ^ b_mod_i[30]) & c[29]);
  assign result_o[31] =  a_i[31] ^ b_mod_i[31]  ^ c[30];
  assign cout_o       = cin_i ? ~((a_i[31] & b_mod_i[31]) | ((a_i[31] ^ b_mod_i[31]) & c[30])) :
                                 (a_i[31] & b_mod_i[31]) | ((a_i[31] ^ b_mod_i[31]) & c[30]);
endmodule
module pc_minus (
  input  wire  [31:0]  pc_reg,
  input  wire  [31:0]  op,
  output reg   [31:0]  pc_o
);
  add_subtract a1 (
    .a_i(pc_reg),
    .b_i(op),
    .cin_i(1'b1),
    .result_o(pc_o),
    .cout_o()
  );
endmodule
```

## /design/flow/run.sh

```bash
#!/bin/bash
# OpenROAD 26Q1-2900-gdf79404cd8, Yosys 0.63+post, stock flow scripts
make -C /OpenROAD-flow-scripts/flow DESIGN_CONFIG=/design/flow/config.mk WORK_HOME=/design/flow/orfs finish
```

==> reports/qor.txt <==
Total power -> 0.0389 mW
Max Transition Viols Final -> 0
Synth area leader -> fa_1
Wirelength, routed -> 3.50 mm
CP endpoint kind -> output pin
Final hold viol count -> 0
Post-synth top cells -> inv_1 (62), fa_1 (30), ha_1 (1), xor3_1 (1)
First-pass GRT wire length -> 5.59 mm
Site Rows -> 36
Critical path startpoint -> pc_reg[0]
Fin Setup TNS -> 0 ns
P&R area growth vs syn -> 130%
Fin Hold WS -> 13.00 ns
Via Count -> 869
Total Routing Usage GR -> 0.0500
Critical-path top delay cell -> fa_1
Cell area after synthesis -> 870 sq um
Main area contributors -> fa_1 (69%), inv_1 (27%), xor3_1 (2.7%)
Achievable Freq -> 37.8 MHz
Register area share after synthesis -> 0
Hold Crit Class -> input pin to output pin
Worst-Margin Slew -> 0.143 ns
DR iter-0 viols -> 4
Pin count of the biggest net entering global routing -> 2
Comb area -> 637 sq um
Port Buffers -> 96
Slew headroom -> 0.904
Share of cells above drive strength 1 -> 0
I/O pin cnt -> 96
Dpl hpwl -> 3.48 mm
Final setup vio count -> 0
PostCTS Resize Cnt -> 0
Worst Hold Launch -> pc_reg[0]
Routed vias/inst -> 2.69
Placeable Area -> 9640 sq um
Reg area -> 0 sq um
RSZ-0062 raised after global routing -> no
Internal power -> 0.0273 mW
Max_cap viols -> 0
Net Sw Power -> 0.0116 mW
Antenna viol nets, final -> 0
Tool warnings -> 35
Clock buffer count -> 0
Min cycle time layout -> 26.45 ns
Total die size -> 14200 sq um
Sw Share -> 0.297
Ys cells -> 94
YS chip area -> 870 sq um
Die height -> 119 microns
CP arrival -> 20.45 ns
# hold bufs at CTS -> 0
Outcome -> finished clean
Area leader share -> 0.691
Initial antenna violation count -> 0
Leakage -> 0.949 nW
Setup bufs post-CTS -> 0
Distinct lib cells -> 4
Overflow after GRT -> 0
Crit path DRT -> 24.00 ns
Antenna Cells -> 0
Syn avg cell area -> 9.25 sq um
Yosys warning count -> 0
P per Cell Area -> 19.5 nW/um^2
Flop count -> 0
WL/cell -> 10.8 microns
Post-Synthesis Cells -> 94
Sequential Power Share -> 0
DRC Markers -> 0
Crit Path Category -> input pin to output pin
Combinational Power Share -> 1.000
Startpoint Class -> input pin
CP max FO -> 1
Total iterations of the first detailed-routing run -> 2
Init Core Util -> 0.0902
Clock power share -> 0
Peak supply drop -> 0.0000113 V
Vias in the first global route -> 1057
Die width -> 119 microns
Worst stage delay on the critical path -> 0.49 ns
Period Utilization, post-route -> 0.882
Fillers -> 1078
Final Wtd Congestion -> 0.760
Crit path top cell by count -> fa_1
Synth top cell by count -> inv_1
Worst setup endpoint -> pc_o[31]
==> placed cells by master (no fill, tap or decap), drive strengths merged <==
master / n
clkdlybuf4s50: 96
inv: 62
fa: 30
xor3: 1
ha: 1
==> worst max-delay path: cells and delay by family <==
kind	cells	cell delay (ns)
adders and majority gates	31	13.32
buffers and inverters	3	0.96
xor gates and xnor gates	1	0.20
==> area by class of cell <==
class	count	area share
timing repair buffer	96	0.481
multi-input combinational	32	0.319
tap	133	0.0833
inverter	62	0.117
==> routing by layer <==
| metal | wire (microns) | GRT usage | vias to the layer above |
|---|---|---|---|
| li1 | - | - | 414 |
| met1 | 1390 | 0.0567 | 358 |
| met2 | 1150 | 0.0667 | 97 |
| met3 | 958 | 0.0542 | 0 |
| met4 | 0 | 0 | 0 |
| met5 | 0 | 0 | - |
==> metrics by stage <==
step / utilization / instances / setup WS (ns) / cell area [sq um]
after floorplan: - / 94 / 4.86 / 870
after global placement: 0.207 / 323 / 3.47 / 2000
after detailed placement: 0.207 / 323 / 3.46 / 2000
after CTS: 0.207 / 323 / 3.42 / 2000
after global routing: 0.207 / 323 / 2.97 / 2000
final: 0.207 / 323 / 3.55 / 2000
==> cells by family (layout without fill, tap and decap cells) <==
family     count (synthesis)  in the layout  share of synthesized area
buf+inv                   62            158                      0.268
fa+ha+maj                 31             31                      0.705
xor+xnor                   1              1                     0.0273
==> power by group through the flow <==
stage | sequential [mW] | clock (mW) | combinational, mW
after CTS | 0 | 0 | 0.0403
after global routing | 0 | 0 | 0.0450
final | 0 | 0 | 0.0389
==> worst min path at each step <==
stage         endpoint  slack [ns]  cells past startpoint
finish         pc_o[0]       13.00                      5
CTS            pc_o[0]       13.01                      5
global route   pc_o[0]       13.06                      5
Power is estimated from default activity; no workload was simulated.
